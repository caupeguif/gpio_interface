### config.mk
export PLATFORM = sky130hd
export DESIGN_NAME = gpio_interface
export DESIGN_NICKNAME = gpio_interface
export VERILOG_FILES = /design/flow/design.v
export SDC_FILE = /design/flow/constraint.sdc
export NUM_CORES = 4
export LEC_CHECK = 1
export CORE_UTILIZATION = 40
### constraint.sdc
current_design gpio_interface

set clk_period 1.3
set clk_io_pct 0.2

create_clock -name clk0 -period $clk_period [get_ports {clk}]

set non_clock_inputs [all_inputs -no_clocks]
set_input_delay [expr $clk_period * $clk_io_pct] -clock clk0 $non_clock_inputs
set_output_delay [expr $clk_period * $clk_io_pct] -clock clk0 [all_outputs]
### design.v
module gpio_ctrl (
    input wire clk,
    input wire reset,
    input wire [31:0] interrupt_mask,
    input wire [15:0] pinchange_msk,
    input wire [15:0] gpio_pins,         
    output reg irq_int0,
    output reg irq_int1,
    output reg irq_pinchange
);
    reg [15:0] gpio_pins_sync1;
    reg [15:0] gpio_pins_sync2;
    reg [15:0] previous_gpio_pins;
    reg [15:0] rising_edge_stage1, rising_edge_stage2;
    reg [15:0] falling_edge_stage1, falling_edge_stage2;
    always @(posedge clk or posedge reset) begin
        if (reset) begin
            gpio_pins_sync1 <= 16'b0;
            gpio_pins_sync2 <= 16'b0;
            previous_gpio_pins <= 16'b0;
        end else begin
            gpio_pins_sync1 <= gpio_pins;
            gpio_pins_sync2 <= gpio_pins_sync1;
            previous_gpio_pins <= gpio_pins_sync2;
        end
    end
    always @(posedge clk or posedge reset) begin
        if (reset) begin
            rising_edge_stage1 <= 16'b0;
            rising_edge_stage2 <= 16'b0;
            falling_edge_stage1 <= 16'b0;
            falling_edge_stage2 <= 16'b0;
        end else begin
            rising_edge_stage1 <= (gpio_pins_sync2 & ~previous_gpio_pins) & pinchange_msk;
            rising_edge_stage2 <= rising_edge_stage1;
            falling_edge_stage1 <= (~gpio_pins_sync2 & previous_gpio_pins) & pinchange_msk;
            falling_edge_stage2 <= falling_edge_stage1;
        end
    end
    always @(posedge clk or posedge reset) begin
        if (reset) begin
            irq_pinchange <= 0;
        end else begin
            irq_pinchange <= |(rising_edge_stage2 | falling_edge_stage2);
        end
    end
    always @(posedge clk or posedge reset) begin
        if (reset) begin
            irq_int0 <= 0;
            irq_int1 <= 0;
        end else begin
            irq_int0 <= interrupt_mask[0] && gpio_pins_sync2[14] && !previous_gpio_pins[14];
            irq_int1 <= interrupt_mask[1] && gpio_pins_sync2[15] && !previous_gpio_pins[15];
        end
    end
endmodule
module gpio_data_in (
    input wire [15:0] gpio_pins,
    input wire [15:0] gpio_dir,
    output wire [15:0] gpio_data_in
);
    assign gpio_data_in = gpio_pins & ~gpio_dir;
endmodule
module gpio_data_out (
    input wire clk,
    input wire reset,
    input wire write_enable,
    input wire [15:0] data_in,
    output reg [15:0] gpio_data_out
);
    always @(posedge clk or posedge reset) begin
        if (reset) begin
            gpio_data_out <= 16'b0;
        end else if (write_enable) begin
            gpio_data_out <= data_in;
        end
    end
endmodule
module gpio_dir (
    input wire clk,
    input wire reset,
    input wire [15:0] dir_in,
    input wire write_enable,
    output reg [15:0] gpio_dir
);
    always @(posedge clk or posedge reset) begin
        if (reset) begin
            gpio_dir <= 16'b0;
        end else if (write_enable) begin
            gpio_dir <= dir_in;
        end
    end
endmodule
module gpio_interface (
    input wire clk,
    input wire reset,
    input wire [15:0] data_in,
    input wire [15:0] dir_in,
    input wire [31:0] interrupt_mask,
    input wire [15:0] pinchange_msk,
    input wire write_data_enable,
    input wire write_dir_enable,
    input wire [15:0] gpio_pins,
    input wire [1:0] int0_msk,
    input wire [1:0] int1_msk,
    input wire EN_PWM_OUTA0,
    input wire EN_PWM_OUTB0,
    input wire EN_TMR_IN0,
    input wire EN_I2C,
    input wire EN_SPI,
    input wire EN_UART,
    output wire [15:0] gpio_data_in,
    output wire [15:0] gpio_data_out,
    output wire [15:0] gpio_pins_out,
    output wire irq_int0,
    output wire irq_int1,
    output wire irq_pinchange
);
    wire [15:0] gpio_dir;
    wire [15:0] gpio_data_out_internal;
    wire [15:0] gpio_pins_out_npins;
    wire [15:0] gpio_pins_out_internal;
    wire irq_int0_internal, irq_int1_internal, irq_pinchange_internal;
	gpio_ctrl gpio_ctrl_inst (
		.clk(clk),
		.reset(reset),
		.interrupt_mask(interrupt_mask),
		.pinchange_msk(pinchange_msk),
		.gpio_pins(gpio_pins_out_npins),  
		.irq_int0(irq_int0),
		.irq_int1(irq_int1),
		.irq_pinchange(irq_pinchange)
	);
    gpio_data_in gpio_data_in_inst (
        .gpio_pins(gpio_pins),
        .gpio_dir(gpio_dir),
        .gpio_data_in(gpio_data_in)
    );
    gpio_dir gpio_dir_inst (
        .clk(clk),
        .reset(reset),
        .dir_in(dir_in),
        .write_enable(write_dir_enable),
        .gpio_dir(gpio_dir)
    );
    gpio_data_out gpio_data_out_inst (
        .clk(clk),
        .reset(reset),
        .write_enable(write_data_enable),
        .data_in(data_in),
        .gpio_data_out(gpio_data_out_internal)
    );
	gpio_npins gpio_npins_inst (
		.clk(clk),
		.reset(reset),
		.data_in(data_in),
		.dir_in(dir_in),
		.gpio_pins(gpio_pins),
		.gpio_pins_out(gpio_pins_out_npins)
	);
    gpio_spins gpio_spins_inst (
        .data_in(data_in),
        .gpio_pins_in(gpio_pins_out_npins),
        .EN_PWM_OUTA0(EN_PWM_OUTA0),
        .EN_PWM_OUTB0(EN_PWM_OUTB0),
        .EN_TMR_IN0(EN_TMR_IN0),
        .EN_I2C(EN_I2C),
        .EN_SPI(EN_SPI),
        .EN_UART(EN_UART),
        .gpio_pins_out(gpio_pins_out_internal)
    );
    assign gpio_data_out = gpio_data_out_internal;
    assign gpio_pins_out = gpio_pins_out_internal;
endmodule
module gpio_npins (
    input wire clk,
    input wire reset,
    input wire [15:0] data_in,
    input wire [15:0] dir_in,
    input wire [15:0] gpio_pins,
    output wire [15:0] gpio_pins_out
);
    genvar i;
    generate
        for (i = 0; i < 16; i = i + 1) begin : gpio_pin
            gpio_pin gpio_pin_inst (
                .clk(clk),
                .reset(reset),
                .data_in(data_in[i]),
                .dir_in(dir_in[i]),
                .gpio_pin(gpio_pins[i]),
                .gpio_pin_out(gpio_pins_out[i])
            );
        end
    endgenerate
endmodule
module gpio_pin (
    input wire clk,
    input wire reset,
    input wire data_in,
    input wire dir_in,
    input wire gpio_pin,
    output reg gpio_pin_out
);
    always @(posedge clk or posedge reset) begin
        if (reset) begin
            gpio_pin_out <= 1'b0;
        end else begin
            if (dir_in) begin
                gpio_pin_out <= data_in;
            end else begin
                gpio_pin_out <= gpio_pin;
            end
        end
    end
endmodule
module gpio_spins (
    input wire [15:0] data_in,
    input wire [15:0] gpio_pins_in,
    input wire EN_PWM_OUTA0,
    input wire EN_PWM_OUTB0,
    input wire EN_TMR_IN0,
    input wire EN_I2C,
    input wire EN_SPI,
    input wire EN_UART,
    output reg [15:0] gpio_pins_out
);
    always @(*) begin
        gpio_pins_out[15:11] = gpio_pins_in[15:11];
        gpio_pins_out[10] = EN_TMR_IN0 ? data_in[10] : gpio_pins_in[10];
        gpio_pins_out[9] = EN_PWM_OUTA0 ? data_in[9] : gpio_pins_in[9];
        gpio_pins_out[8] = EN_PWM_OUTB0 ? data_in[8] : gpio_pins_in[8];
        gpio_pins_out[7] = EN_SPI ? data_in[7] : gpio_pins_in[7];
        gpio_pins_out[6] = EN_SPI ? data_in[6] : gpio_pins_in[6];
        gpio_pins_out[5] = EN_SPI ? data_in[5] : gpio_pins_in[5];
        gpio_pins_out[4] = EN_SPI ? data_in[4] : gpio_pins_in[4];
        gpio_pins_out[3] = EN_I2C ? data_in[3] : gpio_pins_in[3];
        gpio_pins_out[2] = EN_I2C ? data_in[2] : gpio_pins_in[2];
        gpio_pins_out[1] = EN_UART ? data_in[1] : gpio_pins_in[1];
        gpio_pins_out[0] = EN_UART ? data_in[0] : gpio_pins_in[0];
    end
endmodule
### run.sh
#!/bin/bash
# OpenROAD 26Q1-2900-gdf79404cd8, Yosys 0.63+post, stock flow scripts
make -C /OpenROAD-flow-scripts/flow DESIGN_CONFIG=/design/flow/config.mk WORK_HOME=/design/flow/orfs finish
==> impl_metrics.ini <==
; physical design summary
[clock_network]
clockRootBuffer = sky130_fd_sc_hd__clkbuf_16
cts-hold-fix-buffers = 0
cts_tree = done
cts_h_tree_depth = 4
clk-insertion-delay-late_ns = 0.41
maximum_buffer_depth_of_the_clock_tree = 2
cts_inserted_buffers = 17
clk_pin_slew_ns = 0.06
clock_sinks = 163

[timing]
rsz0062_at_grt = true
final-setup-viol-count = 11
final-max-slew-violation-count = 0
fin_skew_ns = 0.00553
final_critical_path_setup_slack_ns = -0.151
timing.final.crit_share = 1.12
final.min_clock_period_ns = 1.45
maxClockFrequency_ghz = 0.689
finalHoldViolations = 0
worst_slew_margin_rel = 0.742
worst_slew_pin_slew_ns = 0.388

[floorplanning]
die.size.y_um = 118
fp_util = 0.418
floorplan.rows = 41
floorplan.core_area_mm2 = 0.0128
floorplan.die.width_um = 118
ioPinCount = 161
floorplan.die_area_mm2 = 0.0139

[place]
portBuffers = 126
gp_congestion = 0.779
detailedPlace.worstSlack_ns = -0.563
place.detailed.hpwl_um = 6250

[pwr]
power_frac_clock = 0.416
internal_power_mw = 9.06
switching_power_mw = 2.30
sw_frac_of_total = 0.203
seq_power_share = 0.492
cellPowerDensity_mw_per_mm2 = 1490
vdd.ir_drop.worst_mv = 0.902
comb_power_share = 0.091
leakage_nw = 3.66

[detailed_routing]
num_antenna_cells = 0
detail_route.iter0.violations = 90
routed_via_density = 4.34
ant_nets = 0
detail_route.drc_violations = 0
routed_wl_um = 9050
count_of_vias_placed_by_the_detailed_router = 2903
detailedRoute.firstPassIterationCount = 4
wl_per_cell_um = 13.5

[global_routing]
grt_overflow = 0
met2_usage = 0.206
met1_usage = 0.252
initial_antenna_violation_count = 0
wire_length_of_the_first_global_routing_pass_um = 15300
grt-busiest-layer = met1
first_global_vias = 2961
grt_max_degree = 78
track_usage = 0.147
grtUsageMet3 = 0.0371

[synthesis]
synth-seq-cells = 163
syn-cell-area_mm2 = 0.00536
synth-cells-yosys = 308
synth-seq-area-share = 0.761
yosysWarningCount = 5
ys_area_mm2 = 0.00536
yosys.cell_types.count = 14
synth_cells = 308
post_synth.cell_area_avg_um2 = 17.4

[critical_path]
worst_path_arrival_ns = 1.19
critPathMaxFanout = 2
critical_path.endpoint_type = output pin
worst_r2r_setup_slack_ns = 0.13
crit_type = flop to output pin
cp-start-kind = flop
reg2reg_from = gpio_ctrl_inst.falling_edge_stage2[4]
critical_path_required_ns = 1.04

[cells_and_area]
layout-drive-gt1-share = 0.322
filler_cell_count = 983
finish.utilization = 0.595
layout-area-overhead-vs-synth_pct = 42.4
combGateArea_mm2 = 0.00125
seqCellArea_mm2 = 0.00408

[run_status]
violations = setup timing
status = finished with violations

[run]
maxCapViolations = 0
openroad.warnings = 62

[hold_path]
type_of_the_worst_min_delay_path = input port to async pin
layout make-up:
type / count / area share
repair buffers: 167 / 0.198
well taps: 172 / 0.0282
inverters: 1 / 0.000984
flip-flops and latches: 163 / 0.535
multi-input cells: 135 / 0.163
clock inverters: 9 / 0.0138
clock buffers: 22 / 0.0608
registers in the layout, indices dropped and copies added (netlist names):
signal / count
gpio_ctrl_inst.falling_edge_stage1: 16
gpio_ctrl_inst.falling_edge_stage2: 16
gpio_ctrl_inst.gpio_pins_sync1: 16
gpio_ctrl_inst.gpio_pins_sync2: 16
gpio_ctrl_inst.irq_int0: 1
gpio_ctrl_inst.irq_int1: 1
gpio_ctrl_inst.irq_pinchange: 1
gpio_ctrl_inst.previous_gpio_pins: 16
gpio_ctrl_inst.rising_edge_stage1: 16
gpio_ctrl_inst.rising_edge_stage2: 16
gpio_data_out_inst.gpio_data_out: 16
gpio_dir_inst.gpio_dir: 16
gpio_npins_inst.gpio_pin.gpio_pin_inst.gpio_pin_out: 16
synthesized netlist by cell type:
cell                      count  area share
sky130_fd_sc_hd__inv_1        1     0.00070
sky130_fd_sc_hd__nor2b_1     16       0.019
sky130_fd_sc_hd__buf_6        4      0.0084
sky130_fd_sc_hd__dfrtp_1    163        0.76
sky130_fd_sc_hd__mux2_4      20       0.056
sky130_fd_sc_hd__buf_4        5      0.0070
sky130_fd_sc_hd__nand4_1      2      0.0023
sky130_fd_sc_hd__nor4_2       1      0.0023
sky130_fd_sc_hd__nand2_1     15       0.011
sky130_fd_sc_hd__mux2_2      39       0.082
sky130_fd_sc_hd__or2_1        1      0.0012
sky130_fd_sc_hd__nor2_1      15       0.011
sky130_fd_sc_hd__nor4_1       7      0.0082
sky130_fd_sc_hd__and3b_1     19       0.031
stage by stage:
step                      TNS (ns)  cells  power (mW)  hold WS (ns)  area [um^2]
after floorplan            -168.02    308        6.04         0.331         5360
after global placement      -13.67    622        6.74         0.333         7030
after detailed placement    -13.70    622        6.75         0.335         7030
after CTS                    -1.67    666        11.5         0.213         7600
after global routing         -2.30    669        11.9         0.216         7630
final                        -1.38    669        11.4         0.225         7630
kinds of logic (layout without fill, tap and decap cells):
kind of cell | Yosys count | count (layout) | share of synthesized area
flip-flops | 163 | 163 | 0.761
multiplexers | 59 | 59 | 0.138
buffers and inverters | 10 | 199 | 0.0161
AND/OR/NAND/NOR | 76 | 76 | 0.0848
what timing repair did:
item / 4_1_cts / 5_1_grt
resized: 139 / 7
buffers inserted: 13 / 3
setup endpoints to repair: 52 / 31
critical path, cell delays in order, from the launching register on:
cell and delay, ns:
sky130_fd_sc_hd__dfrtp_1 0.40, sky130_fd_sc_hd__mux2_4 0.28, sky130_fd_sc_hd__buf_2 0.11
worst paths after layout:
check	end	depth (start not counted)
setup / recovery	gpio_pins_out[1]	2
hold / removal	gpio_ctrl_inst.irq_pinchange	3
setup reg to reg	gpio_ctrl_inst.irq_pinchange	3
hold reg to reg	gpio_ctrl_inst.gpio_pins_sync2[10]	0
max in group asynchronous	gpio_dir_inst.gpio_dir[15]	3
min in group clk0	gpio_ctrl_inst.gpio_pins_sync2[10]	0
power groups by stage:
stage | Combinational [mW] | Sequential [mW] | Clock [mW]
after global routing | 1.13 | 5.64 | 5.10
final | 1.03 | 5.59 | 4.73
after CTS | 1.05 | 5.60 | 4.86
cell usage in the layout, fill, tap and decap left out:
cell,n
sky130_fd_sc_hd__clkbuf_8,2
sky130_fd_sc_hd__nand4_1,2
sky130_fd_sc_hd__buf_12,7
sky130_fd_sc_hd__clkbuf_1,3
sky130_fd_sc_hd__clkinv_2,4
sky130_fd_sc_hd__and3b_1,19
sky130_fd_sc_hd__nand2_1,15
sky130_fd_sc_hd__mux2_2,28
sky130_fd_sc_hd__nor2_1,15
sky130_fd_sc_hd__dfrtp_1,163
sky130_fd_sc_hd__nor2b_1,16
sky130_fd_sc_hd__clkinv_4,1
sky130_fd_sc_hd__mux2_4,31
sky130_fd_sc_hd__buf_4,34
sky130_fd_sc_hd__buf_2,27
sky130_fd_sc_hd__clkbuf_2,1
sky130_fd_sc_hd__bufinv_16,2
sky130_fd_sc_hd__clkinvlp_4,2
sky130_fd_sc_hd__nor4_2,3
sky130_fd_sc_hd__clkdlybuf4s15_1,22
sky130_fd_sc_hd__dlygate4sd2_1,4
sky130_fd_sc_hd__inv_6,1
sky130_fd_sc_hd__clkdlybuf4s50_1,72
sky130_fd_sc_hd__clkbuf_16,17
sky130_fd_sc_hd__or2_1,1
sky130_fd_sc_hd__nor4_1,5
layer usage:
layer  up-vias  routed length (um)
met1      1431                4320
met2        62                4110
met5         -                   0
li1       1396                   -
met3        14                 443
met4         0                 179
Power is estimated from default activity; no workload was simulated.
